--- ./constraint.sdc ---
current_design Lab2_4_bit_multiplier_op

set clk_period 3.4
set clk_io_pct 0.2

create_clock -name clk0 -period $clk_period

set non_clock_inputs [all_inputs -no_clocks]
set_input_delay [expr $clk_period * $clk_io_pct] -clock clk0 $non_clock_inputs
set_output_delay [expr $clk_period * $clk_io_pct] -clock clk0 [all_outputs]
--- ./config.mk ---
export PLATFORM = sky130hd
export DESIGN_NAME = Lab2_4_bit_multiplier_op
export DESIGN_NICKNAME = Lab2_4_bit_multiplier_op
export VERILOG_FILES = /design/flow/design.v
export SDC_FILE = /design/flow/constraint.sdc
export NUM_CORES = 4
export LEC_CHECK = 1
export CORE_AREA = 10 10 72 72
export DIE_AREA = 0 0 82 82
--- ./run.sh ---
#!/bin/bash
# OpenROAD 26Q1-2900-gdf79404cd8, Yosys 0.63+post, stock flow scripts
make -C /OpenROAD-flow-scripts/flow DESIGN_CONFIG=/design/flow/config.mk WORK_HOME=/design/flow/orfs finish
--- ./design.v ---
module Lab2_4_bit_multiplier_op (output [7:0] Product, input [3:0] X, input [3:0] Y);
reg [7:0] t1,t2,t3,t4;
reg Product;
integer i;
parameter size=4;
always@(*)begin
    t1=8'b00000000;
    t2=8'b00000000;
    t3=8'b00000000;
    t4=8'b00000000;
    for(i=0;i<size;i=i+1)begin
        t1[i]=X[i]&&Y[0];
    end
    for(i=1;i<size+1;i=i+1)begin
        t2[i]=X[i-1]&&Y[1];
    end
    for(i=2;i<size+2;i=i+1)begin
        t3[i]=X[i-2]&&Y[2];
    end
    for(i=3;i<size+3;i=i+1)begin
        t4[i]=X[i-3]&&Y[3];
    end
    Product=t1+t2+t3+t4;
end
endmodule
==> flow_metrics.env <==
# source this file to load flow results
export IMPL_drt_pass1_iter_count=2
export IMPL_place_gp_congestion=0.846
export IMPL_hp_class="input port to output port"
export IMPL_ioPinCount=16
export IMPL_failed_checks="setup timing"
export IMPL_rsz0062_at_grt="yes"
export IMPL_area_delta_synth_final_pct=79.5
export IMPL_dieArea_mm2=0.00672
export IMPL_peakVddDrop_mv=0.0597
export IMPL_fp_coreArea_mm2=0.00369
export IMPL_openroad_warnings=35
export IMPL_vias=350
export IMPL_yosysWarnings=1
export IMPL_critPathKind="input port to output port"
export IMPL_ctsHoldBuffers=0
export IMPL_min_period_ns=3.76
export IMPL_maxCapViolations=0
export IMPL_worstMarginPinSlew_ns=0.140
export IMPL_cp_start_kind="input port"
export IMPL_io_buffers=16
export IMPL_fp_util=0.104
export IMPL_leakagePower_nw=0.356
export IMPL_required_ns=2.72
export IMPL_dp_cells=112
export IMPL_fp_dieW_um=82
export IMPL_min_delay_start="X[3]"
export IMPL_fp_dieH_um=82
export IMPL_path_max_fanout=4
export IMPL_worst_setup_path_end_kind="output port"
export IMPL_critPathLaunch="X[2]"
export IMPL_wire_per_inst_um=8.83
export IMPL_layout_cells_non_filler=115
export IMPL_status="finished with violations"
export IMPL_drv_slew=0
export IMPL_viasPerCell=3.04
export IMPL_yosys_cells=42
export IMPL_grt_usage=0.0307
export IMPL_avgSynthCellArea_um2=9.18
export IMPL_grt_pass1_vias=320
export IMPL_flop_count=0
export IMPL_finalSetupViolCount=4
export IMPL_clkbuf_count=0
export IMPL_hold_viol=0
export IMPL_finalPower_mw=0.106
export IMPL_hold_end="Product[7]"
export IMPL_seqCellArea_um2=0
export IMPL_ant_nets=0
export IMPL_drt_total_wl_um=1020
export IMPL_dpl_cell_area_um2=658
export IMPL_dp_slack_ns=-1.13
export IMPL_setup_tns_ns=-0.858
export IMPL_whs_ns=1.92
export IMPL_utilization=0.188
export IMPL_yosys_area_um2=385
export IMPL_final_area_um2=692
export IMPL_ys_types=10
export IMPL_antenna_found_initial=0
export IMPL_slew_headroom=0.907
export IMPL_grt_max_degree=5
export IMPL_synth_seq_share=0
export IMPL_drive_gt1_frac=0.448
export IMPL_first_iter_violations=6
export IMPL_p_per_area_mw_per_mm2=153
export IMPL_drc=0
export IMPL_fin_ws_ns=-0.360
export IMPL_fin_crit_sh=1.11
export IMPL_dp_hpwl_um=883
export IMPL_grt_pass1_wl_um=1630
export IMPL_netlist_area_um2=385
export IMPL_crit_arrival_ns=3.08
export IMPL_worstHoldPathCells=5
export IMPL_syn_inst=42
export IMPL_n_antenna_cell=0
export IMPL_gr_total_overflow=0
export IMPL_num_rows=22
export IMPL_max_clock_freq_mhz=266
## cells by family after synthesis
kind of cell	count (synthesis)	synth area share
buffers and inverters	4	0.0389
AOI/OAI and AO/OA	4	0.0747
adders and majority gates	15	0.584
and+or+nand+nor	16	0.234
xor gates and xnor gates	3	0.0682
## synthesized netlist by cell type
library cell / number / share of area
and2_1: 12 / 0.19
nand2_1: 4 / 0.039
a21o_1: 2 / 0.039
xnor2_1: 2 / 0.045
a21oi_2: 1 / 0.023
xor2_1: 1 / 0.023
fa_1: 5 / 0.26
a21oi_1: 1 / 0.013
ha_1: 10 / 0.32
inv_1: 4 / 0.039
## cell usage in the layout (no fill, tap or decap), drive strengths merged
master,netlist,routed
fa,5,5
and2,12,12
a21oi,2,2
xnor2,2,2
dlygate4sd2,0,3
buf,0,19
clkdlybuf4s50,0,3
inv,4,4
ha,10,10
xor2,1,1
a21o,2,2
nand2,4,4
## report_power, final
part	switching [mW]	total (mW)	internal (mW)
clock	0	0	0
combinational	0.0416	0.106	0.0639
sequential	0	0	0
## per-layer routing
metal,vias up,routed length [um],part of all wire,GRT usage
met1,151,572,0.56,0.0558
met2,13,282,0.28,0.0298
met3,0,161,0.16,0.0143
met4,0,0,0,0
met5,-,0,0,0
li1,186,-,-,-
## how the worst max path moves through the flow
stage	endpoint	slack (ns)	cells after the start
5_1_grt	Product[7]	-0.43	12
6_report	Product[7]	-0.36	12
4_1_cts	Product[7]	-0.42	12
## cell type report
cell class / count / area, um^2
well taps: 48 / 60.1
inverters: 4 / 15.0
fillers: 417 / 3000
repair buffers: 25 / 198
multi-input cells: 38 / 419
## what timing repair did
action | 4_1_cts | 5_1_grt
pin swaps | 13 | 7
resized | 51 | 3
setup buffers | 2 | 2
endpoints found under the setup margin | 5 | 4
## worst max-delay path: stages
cell     delay [ns]
buf_8          0.10
and2_4         0.15
fa_1           0.52
inv_1          0.05
fa_1           0.49
inv_2          0.05
ha_4           0.15
fa_2           0.33
a21o_1         0.19
a21oi_2        0.13
xnor2_1        0.13
buf_2          0.11
