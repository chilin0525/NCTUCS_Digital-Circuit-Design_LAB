==> design/flow/design.v <==
module Lab2_4_bit_multiplier_adder (output [7:0] Product, input [3:0] X, input [3:0] Y);
wire [3:0]sum1,sum2,sum3;
wire c1,c2,c3;
wire [3:0]summand1,summand2,summand3;
wire [3:0]addend1,addend2,addend3;
assign summand1[0]=X[1]&&Y[0];
assign summand1[1]=X[2]&&Y[0];
assign summand1[2]=X[3]&&Y[0];
assign summand1[3]=0;
assign summand2[0]=sum1[1];
assign summand2[1]=sum1[2];
assign summand2[2]=sum1[3];
assign summand2[3]=c1;
assign summand3[0]=sum2[1];
assign summand3[1]=sum2[2];
assign summand3[2]=sum2[3];
assign summand3[3]=c2;
assign addend1[0]=X[0]&&Y[1];
assign addend1[1]=X[1]&&Y[1];
assign addend1[2]=X[2]&&Y[1];
assign addend1[3]=X[3]&&Y[1];
assign addend2[0]=X[0]&&Y[2];
assign addend2[1]=X[1]&&Y[2];
assign addend2[2]=X[2]&&Y[2];
assign addend2[3]=X[3]&&Y[2];
assign addend3[0]=X[0]&&Y[3];
assign addend3[1]=X[1]&&Y[3];
assign addend3[2]=X[2]&&Y[3];
assign addend3[3]=X[3]&&Y[3];
binary_adder T1(sum1,c1,summand1,addend1,1'b0);
binary_adder T2(sum2,c2,summand2,addend2,1'b0);
binary_adder T3(sum3,c3,summand3,addend3,1'b0);
assign Product[0]=X[0]&&Y[0];
assign Product[1]=sum1[0];
assign Product[2]=sum2[0];
assign Product[3]=sum3[0];
assign Product[4]=sum3[1];
assign Product[5]=sum3[2];
assign Product[6]=sum3[3];
assign Product[7]=c3;
endmodule
module binary_adder (output wire [3:0] sum,
                     output wire carry_out,
                     input wire [3:0] summand,
                     input wire [3:0] addend,
                     input wire carry_in);
assign {carry_out, sum} = summand + addend + carry_in;
endmodule
==> design/flow/run.sh <==
#!/bin/bash
# OpenROAD 26Q1-2900-gdf79404cd8, Yosys 0.63+post, stock flow scripts
make -C /OpenROAD-flow-scripts/flow DESIGN_CONFIG=/design/flow/config.mk WORK_HOME=/design/flow/orfs finish
==> design/flow/config.mk <==
export PLATFORM = sky130hd
export DESIGN_NAME = Lab2_4_bit_multiplier_adder
export DESIGN_NICKNAME = Lab2_4_bit_multiplier_adder
export VERILOG_FILES = /design/flow/design.v
export SDC_FILE = /design/flow/constraint.sdc
export NUM_CORES = 4
export LEC_CHECK = 1
export CORE_AREA = 10 10 70 70
export DIE_AREA = 0 0 80 80
==> design/flow/constraint.sdc <==
current_design Lab2_4_bit_multiplier_adder

set clk_period 8.2
set clk_io_pct 0.2

create_clock -name clk0 -period $clk_period

set non_clock_inputs [all_inputs -no_clocks]
set_input_delay [expr $clk_period * $clk_io_pct] -clock clk0 $non_clock_inputs
set_output_delay [expr $clk_period * $clk_io_pct] -clock clk0 [all_outputs]
==> out/summary.log <==
[timing] Setup violations, final 0
[worst_setup_path] CP cell instances clkdlybuf4s50_1 > and2_1 > ha_1 > fa_1 > xor2_1 > inv_1 > fa_1 > inv_1 > ha_1 > fa_1 > a21o_1 > a21o_1 > clkdlybuf4s50_1
[worst_setup_path] maximum fanout along the worst path 4
[worst_setup_path] Worst path most repeated cell sky130_fd_sc_hd__fa_1
[cts] post-CTS setup-driven buffer insertion count 0
[placed_design] number of port buffers 16
[yosys] adder-cell area share of the yosys netlist 43.2%
[power] power density over the cells 70.2 mW/mm^2
[timing] least setup slack across all paths after layout 1.44 ns
[yosys] total number of yosys warnings 0
[timing] shortest clock period the worst path allows after layout 6.76 ns
[global_routing] global-route wire length before repair 1.87 mm
[timing] pins over their slew limit 0
[timing] Hold Vio Cnt, Final 0
[power] overall power after layout 46.9 uW
[yosys] xor and xnor fraction of the mapped netlist area 11.5%
[yosys] chip area from the yosys synthesis statistics 458 um^2
[yosys] post-synthesis instance area 458 um^2
[timing] setup TNS 0 ns
[timing] tightest slew margin relative to the limit 81.6%
[timing] worst hold margin 4.27 ns
[worst_setup_path] CP Class input port to output pin
[drt] post-DR vias/cell 3.46
[yosys] post-synthesis cell count from yosys 54
[drt] count of TritonRoute iterations in the first routing pass 2
[floorplanning] boundary pin count 16
[yosys] Post-Syn Area per Cell 8.48 um^2
[placed_design] placer congestion estimate 0.711
[yosys] top comb family, area adder cells
[drt] DRC viols 0
[timing] slew at the pin closest to its max-slew limit 0.274 ns
[power] relative contribution of sequential cells to total power 0%
[layout] Sequential Area 0 um^2
[floorplanning] horizontal extent of the die 80 um
[drt] routed length per placed instance 9.03 um
[power] P_int 29.8 uW
[drt] routed length on met1 469 um
[yosys] post-synthesis instance total 54
[layout] number of fill cells 381
[flow_run] maximum capacitance violations 0
[flow_run] tally of OpenROAD warnings 32
[layout] clkbuf count 0
[timing] unrepaired setup endpoints after global routing false
[layout] final cell count without fillers 115
[floorplanning] core region area 0.00342 mm^2
[yosys] Seq/Total Area, Yosys 0%
[power] static leakage power 0.000336 uW
[layout] Area growth, synth to finish 45.9%
[yosys] area leader, netlist sky130_fd_sc_hd__ha_1
[worst_setup_path] Worst Path Required 6.56 ns
[layout] total number of sequential cells 0
[yosys] most common cell in the netlist sky130_fd_sc_hd__and2_1
[drt] count of vias placed by the detailed router 398
[drt] number of design-rule violations left by the first detailed-router iteration 15
[yosys] post-synth top area share 30.1%
[floorplanning] total number of placement rows 21
[worst_setup_path] Critical Path Start Type input port
[power] switching power total 17.1 uW
[drt] Antenna Violating Nets Remaining 0
[floorplanning] Die Outline Area 0.00640 mm^2
[power] Clk pwr share 0%
[placed_design] post-placement cell count 115
[yosys] Synth cell types 15
[placed_design] Place WS 1.40 ns
[cts] cell resize tally after clock tree synthesis 0
[power] proportion of total power due to net switching 36.5%
[worst_setup_path] endpoint class of the critical path output pin
[run_status] status completed
[yosys] fraction of the mapped netlist area in simple logic gates 24.3%
[worst_setup_path] Critical-path top delay cell sky130_fd_sc_hd__fa_1
[yosys] leading post-synthesis cells by cell area sky130_fd_sc_hd__ha_1 (30%), sky130_fd_sc_hd__and2_1 (19%), sky130_fd_sc_hd__fa_1 (13%), sky130_fd_sc_hd__a21o_1 (8.2%), sky130_fd_sc_hd__a21oi_2 (5.7%)
[power] peak supply drop 0.00000914 V
[timing] Max Freq 0.148 GHz
[layout] share of cells above drive strength 1 4.35%
[yosys] commonest cells in the synthesized netlist sky130_fd_sc_hd__and2_1 (14), sky130_fd_sc_hd__ha_1 (11), sky130_fd_sc_hd__a21o_1 (5)
[yosys] AO/OA Area Share 16.1%
[worst_setup_path] CP peak stage delay 0.51 ns
[placed_design] DP HPWL 973 um
[worst_hold_path] class of the tightest hold or removal check input port to output pin
[floorplanning] Core Density at Floorplan 13.4%
[drt] WL met3 29 um
[drt] sum of met2 wire segment lengths after detailed routing 541 um
[global_routing] number of antenna violations at the first check in global routing 0
[global_routing] overall track demand over capacity in global routing 3.36%
[global_routing] GR Overflow Total 0
[power] logic gate share of total power 100.0%
[drt] Final Routed Wirelength 1.04 mm
[worst_setup_path] arrival time at the worst endpoint 5.12 ns
[yosys] portion of netlist area occupied by mux cells 0%
[global_routing] number of global-route vias before repair 447
[cts] hold bufs inserted after CTS 0
[global_routing] largest net degree at the start of global routing 5
[floorplanning] height of the chip 80 um
[worst_hold_path] hold-critical path depth 3
[timing] final clock period utilization by the worst path 82.5%
[drt] Antenna Diode Count 0
[drt] max layer used met3
path summary, 6_finish.rpt:
kind / start / end / slack [ns]
max: X[1] / Product[7] / 1.44
min: Y[0] / Product[0] / 4.27
layer usage:
| metal | GRT usage, % | vias to the layer above |
|---|---|---|
| met4 | 0 | 0 |
| met3 | 0.341 | 0 |
| met5 | 0 | - |
| li1 | - | 209 |
| met2 | 6.66 | 6 |
| met1 | 3.93 | 183 |
through the flow:
step | utilization, % | area [um^2]
global route | 19.6 | 668
CTS | 19.6 | 668
global placement | 19.6 | 668
detailed placement | 19.6 | 668
finish | 19.6 | 668
floorplan | - | 458
critical path: cells and delay by family:
kind            cells  cell delay, ns
xor+xnor            1            0.20
compound gates      2            0.36
buf+inv             4            0.99
fa+ha+maj           5            1.74
simple gates        1            0.19
layout make-up:
type | instances | area, um^2 | area share (%)
Inverter | 4 | 15.0 | 2.25
Multi-Input combinational cell | 49 | 435 | 65.2
Tap cell | 46 | 57.6 | 8.61
Timing Repair Buffer | 16 | 160 | 24.0
cell usage in the layout, fill, tap and decap left out:
cell type                         count
sky130_fd_sc_hd__and2_1              14
sky130_fd_sc_hd__clkdlybuf4s50_1     16
sky130_fd_sc_hd__nor2_1               1
sky130_fd_sc_hd__a21o_1               5
sky130_fd_sc_hd__ha_1                11
sky130_fd_sc_hd__fa_1                 3
sky130_fd_sc_hd__nand2_1              2
sky130_fd_sc_hd__xnor2_1              3
sky130_fd_sc_hd__inv_1                4
sky130_fd_sc_hd__xor2_1               3
sky130_fd_sc_hd__nor2b_1              1
sky130_fd_sc_hd__a21oi_1              1
sky130_fd_sc_hd__a21oi_2              3
sky130_fd_sc_hd__o21ai_0              1
sky130_fd_sc_hd__nand2b_1             1
cell families after synthesis:
logic type               count (synthesis)
buffers and inverters                    5
XOR/XNOR                                 6
AND/OR/NAND/NOR                         19
adder cells (fa/ha/maj)                 14
AND-OR/OR-AND                           10
power by group through the flow:
stage	Sequential, uW	Combinational (uW)	Clock (uW)
CTS	0	49.0	0
global route	0	54.1	0
finish	0	46.9	0
Power and IR drop assume default switching activity.
