File: config.mk
export PLATFORM = sky130hd
export DESIGN_NAME = Lab2_4_bit_BLS_behavioral
export DESIGN_NICKNAME = Lab2_4_bit_BLS_behavioral
export VERILOG_FILES = /design/flow/design.v
export SDC_FILE = /design/flow/constraint.sdc
export NUM_CORES = 4
export LEC_CHECK = 1
export CORE_AREA = 10 10 70 70
export DIE_AREA = 0 0 80 80
File: constraint.sdc
current_design Lab2_4_bit_BLS_behavioral

set clk_period 3.1
set clk_io_pct 0.2

create_clock -name clk0 -period $clk_period

set non_clock_inputs [all_inputs -no_clocks]
set_input_delay [expr $clk_period * $clk_io_pct] -clock clk0 $non_clock_inputs
set_output_delay [expr $clk_period * $clk_io_pct] -clock clk0 [all_outputs]
File: design.v
module Lab2_4_bit_BLS_behavioral(output [3:0] Diff, output Bout, input [3:0] X,Y, input Bin);
parameter size=4;
integer i;
reg [3:0] Diff;
reg Bout;
reg [3:0] P;
reg [3:0] G;
reg [4:0] B;
always@(*)begin
    B[0]=Bin;
    for(i=0;i<size;i=i+1)begin
        P[i]=!(X[i]^Y[i]);
        G[i]=((!X[i])&&Y[i]);
        Diff[i]=(!P[i])^B[i];
        B[i+1]=(G[i]||(B[i]&&P[i]));
    end
    Bout=B[4];
end
endmodule
File: run.sh
#!/bin/bash
# OpenROAD 26Q1-2900-gdf79404cd8, Yosys 0.63+post, stock flow scripts
make -C /OpenROAD-flow-scripts/flow DESIGN_CONFIG=/design/flow/config.mk WORK_HOME=/design/flow/orfs finish
==> qor_table.md <==
| Result | Value |
|---|---|
| Outcome | completed |
| Final wirelength | 436 um |
| Capturing element type of the critical path | primary output |
| Cell with the largest stage delay on the worst path | clkdlybuf4s50_1 |
| Average wire per cell in the routed design | 5.89 um |
| Half-perimeter wire length after detailed placement | 429 um |
| Number of iterations in the first detailed-routing pass | 1 |
| Leakage dissipation | 0.135 nW |
| Most numerous logic cells after layout | 8 x clkdlybuf4s50_1, 6 x inv_1, 4 x inv_2, 3 x fa_2, 2 x dlygate4sd2_1 |
| Number of buffers and inverters on the critical path | 6 |
| Net Sw Frac | 0.338 |
| Worst stage delay on the critical path | 450 ps |
| Post-synthesis instance total | 14 |
| Log Warnings | 32 |
| Overall die height | 80 um |
| Sequential cell fraction of total power | 0 |
| Number of I/O port buffers | 14 |
| Highest clock rate | 334 MHz |
| Total congestion overflow | 0 |
| Yosys Instances | 14 |
| Number of synthesis warnings | 1 |
| Worst-margin pin slew | 96.0 ps |
| Via count of the first global-routing pass | 132 |
| Largest net degree at the start of global routing | 2 |
| Global-route layer with the greatest usage | met1 |
| GRT met2 Usage | 0.0128 |
| Global-route usage over all layers | 0.0118 |
| Global-route met3 utilization | 0.0102 |
| Detailed-route DRC error count | 0 |
| Post-layout period usage of the worst path | 0.967 |
| Worst path required time | 2480 ps |
| Wire length of the first global-routing pass | 607 um |
| Unrepaired setup endpoints after global routing | false |
| Number of endpoints with negative hold slack in the final report | 0 |
| Kind of critical path | in -> out |
| Type of origin of the critical path | primary input |
| Total via count in the routed design | 128 |
| Via count normalized by instance count | 1.73 |
| Maximum fanout count along the critical path | 1 |
| Mean instance size in the synthesized netlist | 8.40 sq um |
| Fraction of layout instances using a drive strength above 1 | 0.357 |
| Minimum clock period after layout | 3000 ps |
| Area of the chip | 6400 sq um |
| Synthesis-to-finish area growth | 165% |
| Final non-filler cell total | 74 |
| Ant. Diodes | 0 |
| Logic pwr share | 1.000 |
| Area of the core | 3420 sq um |
| Most common logic cell in the routed design | clkdlybuf4s50_1 |
| ANT nets after route | 0 |
| Total power | 0.0417 mW |
| Worst rel slew slack | 0.936 |
| Setup violators final | 0 |
| Chip area line of the yosys report | 118 sq um |
| Internal power component | 0.0276 mW |
| Share of the core filled by cells before placement | 0.0344 |
| Switching power | 0.0141 mW |
| Gpl congestion | 0.820 |
| Crit-path cells | clkdlybuf4s50_1 > inv_1 > fa_2 > inv_2 > fa_2 > inv_2 > fa_1 > inv_1 > dlygate4sd2_1 |
| Antenna violations before repair | 0 |
| Part of the power in the clock network | 0 |
| Arrival time reported for the critical path endpoint | 2380 ps |
| Sequential cells | 0 |
| Critical path's top delay family | adder cells |
| Post CTS Setup Buffer Count | 0 |
| First-iteration detailed-routing DRC count | 0 |
| Sequential cell area | 0 sq um |
| Class of the tightest hold or removal check | in -> out |
| Horizontal die dimension | 80 um |
| Number of clock-tree buffers in the layout | 0 |
| Fin. max-slew vios | 0 |
| Max-cap viol count | 0 |
| Post-Syn Area | 118 sq um |
| # placed instances | 74 |
| Floorplan row count | 21 |
| VDD IR-drop max | 0.0000374 V |
| Unique cell type count in the Yosys netlist | 2 |
| Sequential element share of the synthesized area | 0 |
| Areal power density over the cells | 134 nW/um^2 |
| Io pins | 14 |
| Global Route met1 Usage | 0.0174 |
==> layout make-up <==
cell class                 count  area [sq um]
inverter                      10          37.5
tap                           46          57.6
multi-input combinational      4          87.6
timing repair buffer          14           129
fill                         411          3100
==> stage by stage <==
stage	hold slack [ps]	setup slack, ps	util	TNS (ps)	instance area, sq um
after CTS	1940	5.76	0.0923	0	315
after floorplan	1350	394	-	0	118
after global routing	1970	8.70	0.0912	0	312
after global placement	2310	-602	0.0923	-1300	315
after detailed placement	2310	-638	0.0923	-1390	315
final	1930	102	0.0912	0	312
==> metal layers <==
metal,part of all wire,vias to the layer above
li1,-,60
met1,0.47,54
met2,0.27,14
met3,0.26,0
met4,0,0
met5,0,-
==> synthesized netlist by cell type <==
library cell  count  area (sq um)
fa_1              4          80.1
inv_1            10          37.5
==> worst paths after layout <==
check / from / to / depth (start not counted)
worst max-delay path: Y[1] / Bout / 9
worst min-delay path: Y[3] / Diff[3] / 4
==> power groups by stage <==
stage / sequential, mW / combinational, mW / clock [mW]
5_1_grt: 0 / 0.0482 / 0
6_report: 0 / 0.0417 / 0
4_1_cts: 0 / 0.0433 / 0
==> logic make-up after synthesis <==
| logic type | Yosys count | share of synthesized area |
|---|---|---|
| fa+ha+maj | 4 | 0.681 |
| buf+inv | 10 | 0.319 |
==> repair_timing <==
| item | 4_1_cts | 5_1_grt |
|---|---|---|
| gates resized | 17 | 3 |
| hold buffers | 0 | 0 |
| pin swaps | 4 | 3 |
| gates cloned | 0 | 0 |
| endpoints found under the setup margin | 3 | 2 |
No activity file was given, so power comes from the tool's default toggle rates.
